### ./config.mk
export PLATFORM = sky130hd
export DESIGN_NAME = bg_motion
export DESIGN_NICKNAME = bg_motion
export VERILOG_FILES = /design/flow/design.v
export SDC_FILE = /design/flow/constraint.sdc
export NUM_CORES = 4
export LEC_CHECK = 1
export CORE_UTILIZATION = 50
### ./constraint.sdc
current_design bg_motion

set clk_period 6.6
set clk_io_pct 0.2

create_clock -name clk0 -period $clk_period [get_ports {clk}]

set non_clock_inputs [all_inputs -no_clocks]
set_input_delay [expr $clk_period * $clk_io_pct] -clock clk0 $non_clock_inputs
set_output_delay [expr $clk_period * $clk_io_pct] -clock clk0 [all_outputs]
### ./design.v
`timescale 1ns / 1ps
module bg_motion #(
    parameter BG_WIDTH = 160,  
    parameter BG_HEIGHT = 240
)(
    input clk,
    input frame_end,         
    input reset,   
    input SCROLL_SPEED_Y,  
    input SCROLL_SPEED_X,  
    output reg [9:0] offset_x,
    output reg [9:0] offset_y
);
    wire clean;
    debouncer db(.clk(clk), .btn(reset), .btn_clean(clean));
    always @(posedge clk) begin
        if (clean) begin
            offset_x <= 0;
            offset_y <= 0;
        end
        else if (frame_end && SCROLL_SPEED_Y == 1) begin
            offset_y <= (offset_y + BG_HEIGHT - 2 * SCROLL_SPEED_Y) % BG_HEIGHT;
            offset_x <= (offset_x + BG_WIDTH - SCROLL_SPEED_X) % BG_WIDTH;
        end
    end
endmodule
`timescale 1ns / 1ps
module debouncer(
    input clk,
    input btn,
    output reg btn_clean
);
    reg [19:0] cnt;  
    reg btn_sync;
    always @(posedge clk) begin
        btn_sync <= btn;
        if (btn_sync == btn_clean)
            cnt <= 0;
        else begin
            cnt <= cnt + 1;
            if (cnt == 20'hFFFFFF) begin  
                btn_clean <= btn_sync;
                cnt <= 0;
            end
        end
    end
endmodule
### ./run.sh
#!/bin/bash
# OpenROAD 26Q1-2900-gdf79404cd8, Yosys 0.63+post, stock flow scripts
make -C /OpenROAD-flow-scripts/flow DESIGN_CONFIG=/design/flow/config.mk WORK_HOME=/design/flow/orfs finish
==> Changelog: implementation <==
## Flow update

* Synth warn at 3
* Final cell count without fillers at ~700
* Most numerous cell in the Yosys netlist: nor2_1
* Most frequent cells after synthesis: nor2_1 (72), xnor2_1 (41), dfxtp_1 (40), nand2_1 (33), a21oi_1 (31)
* Initial DRC Count at 121
* Hold slack final at 0.460 ns
* GP Congestion at a little under 1
* Final min period at around 6.3 ns
* FF-to-FF End: offset_y[7]
* Pwr dens at 614 nW/µm²
* Syn-to-layout area delta at 25.2%
* Netlist area before placement at 3950 µm²
* Post-DRT Antenna Nets at 0
* Met3 GRT Util at 0.0189
* Pin count of the biggest net entering global routing at 23
* Vias per cell at approximately 5.4
* First-pass DRT Iterations at 4
* Status: finished clean
* H-tree depth at 2
* Hold depth at 0
* Worst Reg2Reg Path Length in Cells at 21
* Worst Path Arrival at approximately 6.5 ns
* Cell area leaders: dfxtp_1 (20%), xnor2_1 (9.1%), ha_1 (7.6%)
* Critical path capture point type: register
* Via Count at 3,749
* Die Span Y at 90.9 µm
* Row count at 32
* Number of global-route vias before repair at 3,419
* TritonCTS Buffers at 5
* Mean Syn Cell Area at 7.75 µm²
* Min-Delay Path Class: register to register
* Cell Type Count at 80
* Achievable Freq at 0.159 GHz
* CP startpoint kind: input pin
* CTS Hold Bufs at 0
* Dpl hpwl at 7.37 mm
* Post-synth EDFFs at 1
* Final slew viol count at 0
* Post-layout util at 0.644
* Die area at 8260 µm²
* Log Warnings at 35
* Worst-case clock buffer depth at 2
* Final hold viol count at 0
* Setup bufs post-CTS at 0
* Worst-Margin Slew at 0.747 ns
* Worst-case clock skew at 0.00440 ns
* Slew margin rel. at 0.502
* Global route total overflow at 0
* Setup TNS at 0 ns
* Post-DR wirelength/cell at 13.4 µm
* Die width at 90.9 µm
* Layout cells sized above 1 at 0.186
* First-pass GRT wire length at 16.0 mm
* R2R setup slack at 1.50 ns
* Maximum vdd drop at 0.000401 V
* GRT met1 Usage at 0.386
* M2 GR Usage at 0.371
* WL final at 9.31 mm
* Syn Inst Count at 510
* Worst Path Max Fanout at 6
* CTS tree: yes
* IO Port Bufs at 23
* CTS resizes at 0
* Root buf cell: clkbuf_8
* Area reported by Yosys stat at 3950 µm²
* RSZ-0062 raised after global routing: no
* Hold Path Sink: db.btn_clean
* I/O pins at 25
* Worst setup path class: input pin to register
* CORE AREA at 7690 µm²
* #FFs+latches synth at 41
* Worst r2r src: offset_y[3]
* DP Area at 4720 µm²
* Hold path startpoint: db.btn_sync
* GR peak layer: met1
* Yosys stat cell total at 510
* Clock-pin slew of the registers on the worst-case setup and hold paths at 0.08 ns
* Synth top area share at 0.203
* Placed instance count at around 700
* Area leader, netlist: dfxtp_1
* Worst Path Required at 6.81 ns
* Synth Seq Share at 0.210
* Inserted Diodes at 0
* Dominant flop cell: dfxtp_1
* Leakage at 1.91 nW
* Global-route usage over all layers at 0.239
* Async SR Flop Fraction at 0
* Clk sink count at 41
* Launch point of the critical path: SCROLL_SPEED_Y
* Final design area excluding fillers at 4950 µm²
* Initial antenna violation count at 0
* Drc violations at 0
* Init Core Util at 0.514
* Clock Latency Late Sink at a little under 0.3 ns
* Crit share post-route at 0.951
* # setup viols final at 0
* Max-cap violations at 0
power breakdown:
group          internal (mW)  leakage (nW)  total (mW)  switching [mW]
combinational           1.27          1.52        2.53            1.26
clock                  0.112        0.0552       0.195          0.0829
sequential             0.269         0.335       0.309          0.0406
total                   1.65          1.91        3.04            1.39
cells by family (layout without fill, tap and decap cells):
kind of cell / Yosys count / count (layout) / synth area share
simple gates: 217 / 217 / 0.277
compound gates: 113 / 113 / 0.204
xor+xnor: 66 / 66 / 0.153
flops: 41 / 41 / 0.210
buf+inv: 36 / 117 / 0.0412
fa+ha+maj: 26 / 26 / 0.0861
mux: 10 / 10 / 0.0275
other cells: 1 / 1 / 0.000949
layout make-up:
cell class / instances / area [µm²]
Timing Repair Buffer: 89 / 726
Clock buffer: 6 / 72.6
Fill cell: 689 / 2740
Sequential cell: 41 / 831
Tap cell: 102 / 128
Multi-Input combinational cell: 433 / 3080
Inverter: 20 / 75.1
Clock inverter: 2 / 35.0
critical path, cell delays in order:
cell and delay, ns:
clkdlybuf4s50_1 0.51, inv_1 0.09, ha_4 0.17, ha_1 0.30, a211o_1 0.32, a211o_1 0.25
a211o_1 0.35, nor4_4 0.28, a21oi_1 0.13, or3_1 0.47, a21bo_4 0.28, nand3_4 0.09
mux2i_4 0.25, buf_4 0.16, nor2_1 0.05, nor3_2 0.32, buf_4 0.17, o211a_1 0.13
o31a_1 0.16, nand2b_4 0.17, and3_4 0.20, nand3_1 0.09, a211oi_2 0.22
sequential cells by signal, summed over array words and instances (netlist names):
signal,cells
offset_y,9
db.btn_sync,1
db.btn_clean,1
offset_x,10
db.cnt,20
metal layers:
layer | vias up | wire (µm)
li1 | 1970 | -
met1 | 1723 | 5000
met2 | 50 | 4010
met3 | 6 | 261
met4 | 0 | 44
met5 | - | 0
worst max-delay path by stage:
stage	endpoint	slack [ns]
6_report	offset_y[7]	0.32
5_1_grt	offset_y[3]	0.05
4_1_cts	offset_y[3]	0.005
stage by stage:
step | total power, mW | worst slack [ns]
4_1_cts | 2.87 | 0.00547
2_1_floorplan | 1.86 | 0.192
6_report | 3.04 | 0.320
3_5_place_dp | 2.66 | -0.289
5_1_grt | 3.30 | 0.0524
3_3_place_gp | 2.65 | -0.154
placed cells by master, fill, tap and decap left out, drive strengths merged, types with 11 or more instances in the layout:
cell type,instances
o21ai,21
buf,66
nand2b,12
clkdlybuf4s50,23
xnor2,42
xor2,24
nand3,26
a21oi,31
a211oi,11
nor2,73
inv,20
nor3,19
ha,24
dfxtp,40
nand2,34
Power and IR drop assume default switching activity.
