--- flow/run.sh ---
#!/bin/bash
# OpenROAD 26Q1-2900-gdf79404cd8, Yosys 0.63+post, stock flow scripts
make -C /OpenROAD-flow-scripts/flow DESIGN_CONFIG=/design/flow/config.mk WORK_HOME=/design/flow/orfs finish
--- flow/config.mk ---
export PLATFORM = sky130hd
export DESIGN_NAME = car_fsm
export DESIGN_NICKNAME = car_fsm
export VERILOG_FILES = /design/flow/design.v
export SDC_FILE = /design/flow/constraint.sdc
export NUM_CORES = 4
export LEC_CHECK = 1
export CORE_UTILIZATION = 40
--- flow/constraint.sdc ---
current_design car_fsm

set clk_period 4.0
set clk_io_pct 0.2

create_clock -name clk0 -period $clk_period [get_ports {clk}]

set non_clock_inputs [all_inputs -no_clocks]
set_input_delay [expr $clk_period * $clk_io_pct] -clock clk0 $non_clock_inputs
set_output_delay [expr $clk_period * $clk_io_pct] -clock clk0 [all_outputs]
--- flow/design.v ---
`timescale 1ns / 1ps
module car_fsm #(
    parameter OFFSET_BG_X = 200,
    parameter OFFSET_BG_Y = 150,
    parameter CAR_WIDTH   = 14,
    parameter CAR_HEIGHT  = 16,
    parameter INIT_CAR_X  = 275,
    parameter INIT_CAR_Y  = 300,
    parameter MOVE_STEP   = 1,
    parameter MOVE_DIV    = 1_000_000    
)(
    input  wire clk,              
    input  wire reset,            
    input  wire collide_with_rival,  
    input  wire frame_end,        
    input  wire BTNL, BTNR, BTNC, 
    output reg  [9:0] car_x,      
    output reg  [8:0] car_y,      
    output reg bg_sp_y,
    output reg bg_sp_x
);
    localparam START     = 3'd0;  
    localparam IDLE      = 3'd1;  
    localparam MOVE_LEFT = 3'd2;  
    localparam MOVE_RIGHT= 3'd3;  
    localparam COLLIDE   = 3'd4;  
    reg [2:0] state, next_state;  
    localparam LEFT_BOUND  = OFFSET_BG_X + 44;  
    localparam RIGHT_BOUND = OFFSET_BG_X + 118;  
    wire left_clean, right_clean, cent_clean;  
    debouncer db_left   (.clk(clk), .btn(BTNL), .btn_clean(left_clean));
    debouncer db_right  (.clk(clk), .btn(BTNR), .btn_clean(right_clean));
    debouncer db_center (.clk(clk), .btn(BTNC), .btn_clean(cent_clean));
    reg [31:0] move_cnt = 0;
    reg move_enable = 0;  
    reg collide = 0;  
    always @(posedge clk) begin
        if (cent_clean) begin
            move_cnt <= 0;
            move_enable <= 0;
        end else if (move_cnt >= MOVE_DIV - 1) begin
            move_cnt <= 0;
            move_enable <= 1;   
        end else begin
            move_cnt <= move_cnt + 1;
            move_enable <= 0;
        end
    end
    always @(*) begin
        next_state = state;
        case (state)
            START:     next_state = IDLE;  
            IDLE: begin
                if (left_clean && (collide == 0))       next_state = MOVE_LEFT;  
                else if (right_clean && (collide == 0)) next_state = MOVE_RIGHT;  
                if (car_x < LEFT_BOUND || car_x + CAR_WIDTH > RIGHT_BOUND || collide_with_rival == 1)
                    next_state = COLLIDE;  
            end
            MOVE_LEFT: begin
                if (!left_clean) next_state = IDLE;  
                if (car_x < LEFT_BOUND) next_state = COLLIDE;  
            end
            MOVE_RIGHT: begin
                if (!right_clean) next_state = IDLE;  
                if (car_x + CAR_WIDTH > RIGHT_BOUND) next_state = COLLIDE;  
            end
            COLLIDE: begin
                if (cent_clean) next_state = START;  
            end
        endcase
    end
    always @(posedge clk) begin
        if (cent_clean) begin  
            state   <= START;
            car_x   <= INIT_CAR_X;
            car_y   <= INIT_CAR_Y;
            bg_sp_x <= 0;
            bg_sp_y <= 1;
            collide <= 0;
        end else begin
            state <= next_state;
            if (move_enable) begin
                case (state)  
                    START: begin
                        car_x <= INIT_CAR_X;
                        car_y <= INIT_CAR_Y;
                        bg_sp_y <= 1;
                        bg_sp_x <= 0;
                        collide <= 0;
                    end
                    MOVE_LEFT: begin
                        if (car_x > LEFT_BOUND + MOVE_STEP)  
                            car_x <= car_x - MOVE_STEP;
                        else
                            state <= COLLIDE;  
                    end
                    MOVE_RIGHT: begin
                        if (car_x + CAR_WIDTH + MOVE_STEP < RIGHT_BOUND)  
                            car_x <= car_x + MOVE_STEP;
                        else
                            state <= COLLIDE;  
                    end 
                    COLLIDE: begin
                        collide <= 1; bg_sp_y <= 0; bg_sp_x <= 0; end  
                endcase
            end
        end
    end
endmodule
`timescale 1ns / 1ps
module debouncer(
    input clk,
    input btn,
    output reg btn_clean
);
    reg [19:0] cnt;  
    reg btn_sync;
    always @(posedge clk) begin
        btn_sync <= btn;
        if (btn_sync == btn_clean)
            cnt <= 0;
        else begin
            cnt <= cnt + 1;
            if (cnt == 20'hFFFFFF) begin  
                btn_clean <= btn_sync;
                cnt <= 0;
            end
        end
    end
endmodule
==> impl_metrics.toml <==
# synthesis and place-and-route metrics
[run_status]
status = "completed"

[global_route]
grt.total_usage_pct = 14.0
grt_max_degree = 21
grt_pass1_vias = 3630
grt-ovfl-total = 0
antenna_found_initial = 0
grt_pass1_wl_um = 16100

[die]
chipArea_um2 = 13900
dieHeight_um = 118
rows = 41
fp_util_pct = 41.7
die_x_um = 118
fp.coreArea_um2 = 12800
num_io_pins = 28

[logic_synthesis]
async_flop_share_pct = 0
synth_top_flop_cell = "dfxtp_1"
syn-cell-area_um2 = 5350
synth_flop_count = 116
ys_cells = 614
ys_seq_share_pct = 43.9
synth-edff-count = 3
ys_chip_area_um2 = 5350
synth_top_area_share_pct = 42.3
synthTopCellsByArea = "dfxtp_1 (42%), xor2_1 (8.5%), nor2_1 (8.3%)"
synth_warnings = 3
syn_inst = 614
yosysTopAreaCell = "dfxtp_1"
yosysUniqueCellTypes = 58
syn_area_per_cell_um2 = 8.72

[sta]
min_period_ns = 3.10
fin_crit_sh_pct = 77.5
clock_skew_ns = 0.0136
totalNegativeSetupSlack_ns = 0
drv_slew = 0
setup_viol = 0
tightest_slew_ns = 0.725
max_slew_margin_pct = 51.7
fmax_mhz = 323
timing.hold.ws_ns = 0.449
final_hold_viol_count = 0
rsz0062_at_grt = "false"

[setup_path]
crit_type = "reg2reg"
path_max_fanout = 20
reg2reg_depth = 10
cp.arrival_ns = 3.39
cp-start-kind = "flop"
required_ns = 4.29
cp-end-kind = "flop"

[route]
drt_iter0_markers = 277
dr_total_vias = 4048
drtAntennaViolNets = 0
drc = 0
wl_per_cell_um = 11.3
routed_wl_um = 9350
firstDrtPassIters = 4
vias_per_cell = 4.90
antennaDiodeCount = 0

[clock_network]
clk_latency_ns = 0.41
clk_pin_slew_worst_paths_ns = 0.05
clock-root-buffer = "clkbuf_16"
cts.sinks = 116
numCtsBuffers = 17
cts_setup_buffers = 0
cts_tree = "built"
cts_resized = 0
cts_htree_levels = 4
clk_path_buf_depth = 2
cts_hold_buf = 0

[power]
power_uw = 2920
p_per_area_nw_per_um2 = 463
ir_drop_v = 0.000363
p_leak_uw = 0.00236

[finish]
drive_gt1_share_pct = 6.42
fillerInstances = 1130
syn2layout_area_growth_pct = 17.9
mostFrequentLayoutCells = "nor2_1 (118), dfxtp_1 (113), xor2_1 (52)"
lay_top_count = "nor2_1"

[placement]
gp_congestion = 0.804
dpl.hpwl_um = 6260
io_buffers = 15

[min_path]
hold_class = "reg2reg"
hold_path_depth = 0

[job]
cap_violations = 0
warnings = 28
## Yosys cell counts (4+ instances only)
cell type,n
inv_1,18
clkbuf_1,12
xor2_1,52
xnor2_1,33
nor2_1,118
nand4_1,15
nand2_1,41
a21oi_1,19
nor2b_1,6
o21ai_0,12
ha_1,15
a31o_2,4
a31oi_1,7
and2_1,4
and3_1,16
nor3_1,12
nand2b_1,7
buf_4,10
o21a_1,5
nand3_1,34
dfxtp_1,113
nor4_1,5
## power breakdown
group | internal [µW] | total [µW] | switching, µW
Combinational | 14.4 | 34.4 | 20.1
Clock | 1200 | 1700 | 496
Sequential | 1180 | 1190 | 11.7
## critical path, cell delays in order, from the launching register on
cell and delay (ns):
dfxtp_1 0.53, inv_1 0.18, ha_1 0.33, nor2b_1 0.23
nand2_1 0.17, or4b_1 0.44, a2111o_1 0.39, nand4_1 0.10
nand3_1 0.08, buf_4 0.20, o311a_1 0.33
## sequential cells by signal (all words and copies together), names as in the netlist
register / count
db_right.btn_sync: 1
db_left.btn_clean: 1
db_center.btn_sync: 1
state: 5
db_center.cnt: 20
move_cnt: 32
db_left.btn_sync: 1
db_center.btn_clean: 1
move_enable: 1
db_left.cnt: 20
collide: 1
db_right.cnt: 20
car_x: 10
db_right.btn_clean: 1
bg_sp_y: 1
## through the flow
step	utilization, %	instance area [µm²]	cells	setup slack, ns
2_1_floorplan	-	5430	634	1.20
3_3_place_gp	43.9	5630	794	0.909
3_5_place_dp	43.9	5630	794	0.889
4_1_cts	49.2	6310	826	0.879
5_1_grt	49.2	6310	826	0.652
6_report	49.2	6310	826	0.899
## layer usage
layer | share of wire [%] | vias up | global-route usage (%)
met2 | 43 | 76 | 21.0
met3 | 4.5 | 8 | 3.11
li1 | - | 2115 | -
met1 | 51 | 1849 | 21.6
met5 | 0 | - | 0
met4 | 1.1 | 0 | 2.16
## worst paths after layout
path | from | to | slack [ns]
worst max-delay path | car_x[1] | car_x[9] | 0.90
worst min-delay path | db_center.btn_sync | db_center.btn_clean | 0.45
worst max register to register | car_x[1] | car_x[9] | 0.90
worst min register to register | db_center.btn_sync | db_center.btn_clean | 0.45
## kinds of logic (layout without fill, tap and decap cells)
| logic type | Yosys count | in the layout | share of synthesized area, % |
|---|---|---|---|
| and+or+nand+nor | 275 | 275 | 24.3 |
| DFF | 116 | 116 | 43.9 |
| xor gates and xnor gates | 85 | 85 | 13.9 |
| AOI/OAI and AO/OA | 73 | 73 | 9.23 |
| buffers and inverters | 46 | 66 | 4.42 |
| adders and majority gates | 16 | 16 | 3.88 |
| other | 2 | 22 | 0.140 |
| muxes | 1 | 1 | 0.187 |
## area by class of cell
type | count | area [µm²] | area share, %
multi-input cells | 472 | 2840 | 45.0
flip-flops and latches | 116 | 2350 | 37.3
clock buffers | 23 | 509 | 8.07
well taps | 172 | 215 | 3.41
clock inverters | 9 | 170 | 2.70
repair buffers | 16 | 158 | 2.50
inverters | 18 | 67.6 | 1.07
Power and IR drop assume default switching activity.
