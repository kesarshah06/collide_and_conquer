<file path="flow/run.sh">
#!/bin/bash
# OpenROAD 26Q1-2900-gdf79404cd8, Yosys 0.63+post, stock flow scripts
make -C /OpenROAD-flow-scripts/flow DESIGN_CONFIG=/design/flow/config.mk WORK_HOME=/design/flow/orfs finish
</file>
<file path="flow/config.mk">
export PLATFORM = sky130hd
export DESIGN_NAME = Horiz_counter
export DESIGN_NICKNAME = Horiz_counter
export VERILOG_FILES = /design/flow/design.v
export SDC_FILE = /design/flow/constraint.sdc
export NUM_CORES = 4
export LEC_CHECK = 1
export CORE_AREA = 10 10 70 70
export DIE_AREA = 0 0 80 80
</file>
<file path="flow/constraint.sdc">
current_design Horiz_counter

set clk_period 1.7
set clk_io_pct 0.2

create_clock -name clk0 -period $clk_period [get_ports {pclk}]

set non_clock_inputs [all_inputs -no_clocks]
set_input_delay [expr $clk_period * $clk_io_pct] -clock clk0 $non_clock_inputs
set_output_delay [expr $clk_period * $clk_io_pct] -clock clk0 [all_outputs]
</file>
<file path="flow/design.v">
`timescale 1ns / 1ps
module Horiz_counter #(
        parameter hor = 640,
        parameter WIDTH = 10
    )
    (
        input pclk,
        input rst,
        output [WIDTH-1:0] Hcnt,
        output TC
    );
    reg [WIDTH-1:0] count = 0;
    reg tempTC = 0;
    always @ (posedge pclk) begin
        if (rst) begin
            count <= 0;
            tempTC <= 0;
        end
        else begin
            if (count == hor-1) begin
                count <= 0;
                tempTC <= 0;
            end
            else if (count == hor-2) begin
                count <= count + 1;
                tempTC <= 1;
            end
            else begin
                count <= count + 1;
                tempTC <= 0;
            end
        end
    end
    assign Hcnt = count;
    assign TC = tempTC;
endmodule
</file>
==> results.cfg <==
; synthesis and place-and-route metrics
[setup_path]
cp_cell_sequence = clkdlybuf4s50_1
crit_path_max_fanout = 8
crit_slowest_cell = clkdlybuf4s50_1
slowest_delay_ps = 530
critical_path_required_ps = 1360
crit_type = reg2out
worst_setup_end_kind = output pin
startpoint_type = flip-flop
path_buffers = 1
worst-endpoint-arrival_ps = 1280
cpLargestDelayFamily = buffers and inverters

[sta]
setup_viol = 0
worstMarginPinSlew_ps = 439.3
grt_setup_unrepaired = no
timing.final.crit_period_ps = 1616
sum_of_negative_setup_slack_ps = 0
clock_skew_ps = 5.310
max-slew-margin-rel_pct = 70.65
post-route-period-util_pct = 95.06
final-hold-violation-count = 0
pins_over_slew_limit = 0
timing.final.ws_setup_ps = 83.91
fmax_mhz = 618.8

[finish]
end_of_flow_core_utilization_pct = 20.73
layout-drive-gt1-share_pct = 14.08
finished_cell_area_um2 = 708.2
stdcell_count = 117
area_growth_syn_to_layout_pct = 38.39
fill_cells = 377

[die]
boundaryPins = 13
die_w_um = 80
die_outline_area_mm2 = 0.006400
fp-utilization_pct = 14.98
floorplan.die.height_um = 80
core.rowCount = 21
fp.coreArea_mm2 = 0.003416

[clock_tree]
cts.root.buffer_cell = clkbuf_4
clock_tree.buffer_depth = 2
numCtsBuffers = 3
tritoncts = done
cts-resized-gates = 0
cts.repair_timing.setup_buffer_count = 0
clkLatencyLatePin_ps = 260
cts_sinks = 11
cts.reportedPaths.clkPinSlew_ps = 70
cts_hold_buf = 0
clock_tree.htree_level_count = 1

[detailed_routing]
drtIter0Drc = 56
routed-via-count = 453
drt_wl_total_um = 1212
detail_route.drc_violations = 0
avgRoutedWirePerCell_um = 10.36
detail_route.vias_per_cell = 3.872
antenna_cells = 0
antenna_left = 0
drtPass1Iterations = 4

[logic_synthesis]
postSynthCellCount = 56
avgSynthCellArea_um2 = 9.138
numSynthFlops = 11
syn-cell-area_um2 = 511.7
ys_warn_count = 1
ys_area_um2 = 511.7
synth.lib_cells_used.distinct = 25
ys_cells = 56
yosys.stat.seqShare_pct = 43.03

[placed_design]
dpl.hpwl_um = 933
cell_area_after_placement_um2 = 681.9
gp_congestion = 0.7527
place_inst = 113
post_placement_setup_slack_ps = 233.2
count_of_buffers_from_port_buffering = 12

[pwr]
power_leakage_nw = 0.2368
irDropWorstVdd_mv = 0.1529
power.density_mw_per_mm2 = 684.4

[flow_run]
max-cap-violations = 0
stage_log_warnings = 26

[grt]
grt_use_total_pct = 3.767
number_of_antenna_violations_at_the_first_check_in_global_routing = 0
grt.overflow.total = 0
global_route_wire_length_before_repair_um = 1904
grt_start_max_net_pins = 9
vias_in_the_first_global_route = 410

[status]
outcome = finished, final reports clean

[hold_path]
worst_hold_path_type = reg2reg
==> logic make-up (layout without fill, tap and decap cells) <==
family	Yosys count	after routing	synth area share [%]
fa+ha+maj	2	2	4.889
simple gates	23	23	24.94
buf+inv	4	19	4.401
flops	11	11	43.03
xor+xnor	2	2	3.424
compound gates	14	14	19.32
==> state kept, by name, summed over array words and instances, names as in the netlist <==
signal,cells
tempTC,1
count,10
==> synth_stat cells (all sizes together) <==
library cell	instances	area (µm²)
a21oi	4	23.77
a311oi	2	17.52
a31o	1	8.760
a31oi	1	6.260
a32o	1	10.01
a41o	1	10.01
and3	2	13.77
buf	2	15.01
dfxtp	11	220.2
ha	2	25.02
inv	2	7.510
nand2	4	15.01
nand3	3	15.01
nand4	2	18.77
nor2	7	26.28
nor3b	1	7.510
o21ai	3	15.01
o31ai	1	7.510
or3	3	20.02
or4	1	11.26
xnor2	2	17.52
==> layout make-up <==
| cell class | instances | area (µm²) | area share (%) |
|---|---|---|---|
| inverter | 2 | 7.507 | 1.060 |
| tap | 46 | 57.56 | 8.127 |
| clock buffer | 4 | 26.28 | 3.710 |
| timing repair buffer | 13 | 127.6 | 18.02 |
| sequential | 11 | 220.2 | 31.10 |
| multi-input combinational | 41 | 269.0 | 37.99 |
==> stage by stage <==
step	hold WS (ps)	power [mW]
2_1_floorplan	460.7	0.2986
3_3_place_gp	498.1	0.3175
3_5_place_dp	508.6	0.3172
4_1_cts	523.2	0.4901
5_1_grt	554.9	0.5110
6_report	520.4	0.4847
==> path summary, 6_finish.rpt <==
kind         startpoint        to  slack [ps]  depth (start not counted)
min reg2reg    count[9]  count[9]         520                          2
max            count[0]   Hcnt[0]          80                          1
max reg2reg    count[0]  count[8]         240                          4
min            count[9]  count[9]         520                          2
==> cell usage in the layout (no fill, tap or decap), types with 3 or more instances in the layout <==
| master | count |
|---|---|
| clkdlybuf4s50_1 | 12 |
| nand2_1 | 4 |
| o21ai_0 | 3 |
| nor2_1 | 7 |
| a21oi_1 | 3 |
| clkbuf_4 | 3 |
| dfxtp_1 | 11 |
| nand3_1 | 3 |
==> power by group <==
part / total [mW] / switching [mW] / internal [mW]
logic: 0.0360 / 0.0145 / 0.0215
registers: 0.275 / 0.0111 / 0.264
clock network: 0.174 / 0.0832 / 0.0907
==> metal layers <==
layer  global-route usage (%)  vias up  share of wire, %
met1                    4.640      202                48
met5                        0        -                 0
li1                         -      237                 -
met2                    5.457       12                40
met3                    2.500        2                11
met4                   0.5282        0              0.83
Power figures rest on the tool's default switching activity, not on a simulated workload.
